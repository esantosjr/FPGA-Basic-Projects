$ cat /design/flow/run.sh
#!/bin/bash
# OpenROAD 26Q1-2900-gdf79404cd8, Yosys 0.63+post, stock flow scripts
make -C /OpenROAD-flow-scripts/flow DESIGN_CONFIG=/design/flow/config.mk WORK_HOME=/design/flow/orfs finish
$ cat /design/flow/config.mk
export PLATFORM = sky130hd
export DESIGN_NAME = led_flasher
export DESIGN_NICKNAME = led_flasher
export VERILOG_FILES = /design/flow/design.v
export SDC_FILE = /design/flow/constraint.sdc
export NUM_CORES = 4
export LEC_CHECK = 1
export CORE_AREA = 10 10 96 96
export DIE_AREA = 0 0 106 106
$ cat /design/flow/constraint.sdc
current_design led_flasher

set clk_period 2.1
set clk_io_pct 0.2

create_clock -name clk0 -period $clk_period [get_ports {clk_in}]

set non_clock_inputs [all_inputs -no_clocks]
set_input_delay [expr $clk_period * $clk_io_pct] -clock clk0 $non_clock_inputs
set_output_delay [expr $clk_period * $clk_io_pct] -clock clk0 [all_outputs]
$ cat /design/flow/design.v
module led_flasher # (
	parameter FLASH_RATE_mHz = 1000  
) 
(
	input clk_in,
	input toggle_flash,
	output reg led_out
);
localparam FLASH_CYCLES = 50000000 / ((2*1000)/FLASH_RATE_mHz);
reg[26:0] counter;
reg led_state = 1'b0;
reg led_activated = 1'b0;
always @ (posedge clk_in)
begin
	if (toggle_flash == 1) begin
		led_activated <= ~led_activated;
		counter <= 0;
	end
	if (led_activated == 1) begin
		if (counter < 3) begin
			counter <= counter + 1;
		end else begin
			counter <= 0;
			led_state <= ~led_state; 
		end
	end else begin
		led_state <= 1'b0;
	end
	led_out <= led_state;
end
endmodule
==> flow_metrics.tcl <==
# implementation run metrics
set metrics [dict create \
    drtIter0Drc 12 \
    finalHoldWorstSlack_ns 0.3713 \
    cells_in_synth_stat_txt 51 \
    seq_power_share 0.614 \
    postPlaceCellArea_sq_um 1299 \
    clk_latency_ns 0.27 \
    cts.hold.buffers_added 0 \
    ir_worst_vdd_mv 0.2244 \
    chip_area_sq_um 11240 \
    port_buffers 2 \
    tritoncts_num_sinks 30 \
    synthesis.area_per_instance_sq_um 20.80 \
    finalWeightedCongestion 0.7447 \
    post_route_cell_area_sq_um 1380 \
    grt_start_max_net_pins 28 \
    top_area_frac 0.7925 \
    power_density_nw_per_um2 839.7 \
    vias_per_cell 2.527 \
    detail-route-antenna-nets 0 \
    syn2layout_area_growth_pct 30.07 \
    antenna_cells_inserted 0 \
    die-width_microns 106 \
    tritoncts.num_buffers 5 \
    global_route_wire_length_before_repair_microns 1911 \
    finalSetupViolations 0 \
    fillerInstances 773 \
    height_of_the_die_microns 106 \
    power.share.clock 0.357 \
    timing.hold.worst.class "register to register" \
    cellLeakagePower_uw 0.0004795 \
    run_status "completed" \
    overflow 0 \
    crit_chain "clkdlybuf4s50_1" \
    cts_htree_levels 2 \
    seq_area_frac_synth 0.8302 \
    timing.critical_path.slowest_cell_delay_ns 0.45 \
    syn-instance-count 51 \
    cts_post_setup_buffers_inserted 0 \
    final_cells 184 \
    ys_warn_count 1 \
    slew_limit_fails 0 \
    area.combinational_sq_um 259.0 \
    critical_path_s_top_delay_family "buffers and inverters" \
    total_power_uw 1159 \
    grt_pass1_vias 456 \
    final_layout_size_suffix_gt1_frac 0.1765 \
    cts_buffer_depth 2 \
    initCoreUtil 0.1471 \
    floorplan.rows 31 \
    final-seq-area_sq_um 880.8 \
    cts_tree "done" \
    cp.arrival_ns 1.02 \
    antenna_found_initial 0 \
    tns_ns 0 \
    core_area_sq_um 7214 \
    warnings 25 \
    max_cap_check_violation_count 0 \
    period_used_share 0.6860 \
    cp-end-kind "output pin" \
    report.final.hold_viol_count 0 \
    synthesis.area_sq_um 1061 \
    ys_top_cells_by_area "edfxtp_1 (79%), dfxtp_1 (3.8%), nor4_2 (3.5%)" \
    post-synth-top-area-cell "edfxtp_1" \
    unrepaired_setup_endpoints_after_global_routing "false" \
    pin_count 3 \
    post_drt_wl_per_cell_microns 6.190 \
    critical_path_peak_fanout 1 \
    ys_seq_elements 30 \
    cp_num_buf_inv 1 \
    switching_share 0.1923 \
    worstSetupPathType "register to output pin" \
    drt_first_pass_iters 2 \
    dp_cells 176 \
    worst-endpoint-required_ns 1.68 \
    postRouteWirelength_microns 1139 \
    detail_route.drc_violations 0 \
    dpl.hpwl_microns 727.1 \
    post_synth_num_cell_types 16 \
    clockRootBuffer "clkbuf_8" \
    relative_contribution_of_combinational_cells_to_total_power 0.029 \
    post_cts_resize_count 0 \
    global_route.usage.total 0.02082 \
    yosysChipArea_sq_um 1061 \
    num_vias 465 \
    worst_setup_path_start_kind "register" \
    net-switching-power_uw 222.9 \
    max_freq_ghz 0.6941 \
    crit_slowest_cell "clkdlybuf4s50_1" \
    clk_pin_slew_ns 0.06 \
    final.min_clock_period_ns 1.441 \
    clock_skew_ns 0.005269 \
    internal_power_uw 935.9 \
]
[worst paths after layout]
path         startpoint         end  slack, ns  cells after the start
max             led_out     led_out       0.66                      1
min           led_state     led_out       0.37                      0
max reg2reg  counter[1]  counter[1]       0.71                      3
min reg2reg   led_state     led_out       0.37                      0
[logic make-up (layout without fill, tap and decap cells)]
group	after synthesis	in the layout	synth area share
DFF	30	30	0.8302
and+or+nand+nor	14	14	0.1274
AOI/OAI and AO/OA	2	2	0.01179
buffers and inverters	2	13	0.007078
adders and majority gates	1	1	0.01179
other	1	24	0.003534
xor gates and xnor gates	1	1	0.008256
[metal layers]
metal,wire [microns],up-vias,global-route usage,share of wire
li1,-,246,-,-
met3,89,4,0.01835,0.078
met4,44,0,0.008704,0.039
met5,0,-,0,0
met1,502,207,0.02176,0.44
met2,503,8,0.02915,0.44
[sequential cells by signal, summed over array words and instances (netlist names)]
signal and count:
counter 27, led_activated 1, led_out 1, led_state 1
[per-stage QoR]
step / setup WS (ns) / utilization
2_1_floorplan: 0.8628 / -
3_3_place_gp: 0.4355 / 0.1800
3_5_place_dp: 0.4267 / 0.1800
4_1_cts: 0.6396 / 0.1913
5_1_grt: 0.5690 / 0.1913
6_report: 0.6594 / 0.1913
[cells in the mapped netlist]
cell type / n
nor3_1: 2
edfxtp_1: 28
xnor2_1: 1
conb_1: 1
nand3_2: 1
inv_1: 2
nor4_2: 3
dfxtp_1: 2
o21ai_1: 1
nand4_2: 1
nor4_4: 1
ha_1: 1
nor3b_2: 1
nor4_1: 4
or2_2: 1
a211oi_1: 1
[layout by cell type (no fill, tap or decap), types with 2 or more instances in the layout]
master / instances
clkbuf_8: 5
clkdlybuf4s50_1: 2
conb_1: 24
dfxtp_1: 2
edfxtp_1: 28
inv_1: 2
nor3_1: 2
nor4_1: 4
nor4_2: 3
[power by group through the flow]
| stage | Clock (uW) | Combinational, uW | Sequential (uW) |
|---|---|---|---|
| 6_report | 414 | 33.5 | 712 |
| 4_1_cts | 432 | 34.8 | 712 |
| 5_1_grt | 458 | 39.1 | 715 |
[layout make-up]
type / count / share of cell area
Sequential cell: 30 / 0.6383
Multi-Input combinational cell: 42 / 0.1877
Tap cell: 99 / 0.08976
Clock buffer: 6 / 0.05258
Timing Repair Buffer: 3 / 0.01995
Clock inverter: 2 / 0.006346
Inverter: 2 / 0.005440
