$ cat ./config.mk
export PLATFORM = sky130hd
export DESIGN_NAME = sqr_wv
export DESIGN_NICKNAME = sqr_wv
export VERILOG_FILES = /design/flow/design.v
export SDC_FILE = /design/flow/constraint.sdc
export NUM_CORES = 4
export LEC_CHECK = 1
export CORE_AREA = 10 10 70 70
export DIE_AREA = 0 0 80 80
$ cat ./design.v
module sqr_wv (
	input clk_in,  
	output reg square_wave  
);
reg[3:0] counter;
reg clk_reg = 1'b0;
always @ (posedge clk_in)
begin
	if (counter < 4) begin
		counter <= counter + 1;
	end else begin
		counter <= 0;
		clk_reg <= ~clk_reg;
	end
	square_wave <= clk_reg;
end
endmodule
$ cat ./run.sh
#!/bin/bash
# OpenROAD 26Q1-2900-gdf79404cd8, Yosys 0.63+post, stock flow scripts
make -C /OpenROAD-flow-scripts/flow DESIGN_CONFIG=/design/flow/config.mk WORK_HOME=/design/flow/orfs finish
$ cat ./constraint.sdc
current_design sqr_wv

set clk_period 1.6
set clk_io_pct 0.2

create_clock -name clk0 -period $clk_period [get_ports {clk_in}]

set non_clock_inputs [all_inputs -no_clocks]
set_input_delay [expr $clk_period * $clk_io_pct] -clock clk0 $non_clock_inputs
set_output_delay [expr $clk_period * $clk_io_pct] -clock clk0 [all_outputs]
==> impl_metrics.env <==
# physical design summary
export IMPL_status="complete, no violations"
export IMPL_path_delay_family="buffers and inverters"
export IMPL_ys_warn_count=1
export IMPL_io_buffers=1
export IMPL_diodes=0
export IMPL_setup_violations=0
export IMPL_cts_buffers=3
export IMPL_synth_area_sq_um=176
export IMPL_largest_register_ffs=4
export IMPL_pwr_density_cell_nw_per_um2=1250
export IMPL_rsz0062_at_grt="no"
export IMPL_dr_total_vias=96
export IMPL_slowest_delay_ns=0.45
export IMPL_dp_cells=60
export IMPL_synth_seq_share_pct=73.8
export IMPL_finalNonFillerCells=64
export IMPL_crit_required_ns=1.28
export IMPL_postRouteAntennaNets=0
export IMPL_grt_pass1_vias=103
export IMPL_area_growth_pct=53.2
export IMPL_layout_drive_gt1_share_pct=16.7
export IMPL_fp_util_pct=5.16
export IMPL_cp_num_buf_inv=1
export IMPL_synth_distinct_cells=8
export IMPL_fillers=405
export IMPL_dpl_hpwl_microns=189
export IMPL_antenna_found_initial=0
export IMPL_skew_ns=0.00646
export IMPL_clock_latency_ns=0.25
export IMPL_top_cell_area_share_pct=56.7
export IMPL_post_cts_resized=0
export IMPL_period_used_pct=82.5
export IMPL_wire_per_inst_microns=4.16
export IMPL_worst_setup_path_start_kind="flop"
export IMPL_period_minus_slack_ns=1.32
export IMPL_crit_path_cell_trace="clkdlybuf4s50_1"
export IMPL_dr_first_iter_drc_count=9
export IMPL_criticalPathCategory="reg -> out"
export IMPL_core_area_sq_um=3420
export IMPL_cts_num_sinks=6
export IMPL_cts_tree="done"
export IMPL_drtPass1Iterations=2
export IMPL_grt_max_degree=5
export IMPL_cts_max_path_buffers=2
export IMPL_io_pins=2
export IMPL_synth_avg_cell_area_sq_um=13.6
export IMPL_leakage_nw=0.0959
export IMPL_fp_dieW_microns=80
export IMPL_worstPathArrival_ns=1.00
export IMPL_most_common_cell="dfxtp_1"
export IMPL_cap_violations=0
export IMPL_die_area_sq_um=6400
export IMPL_largest_area_cell="dfxtp_1"
export IMPL_synth_flops=6
export IMPL_fmax_mhz=757
export IMPL_drcViolationCount=0
export IMPL_synth_area_top_cells="dfxtp_1, edfxtp_1, nor3b_1"
export IMPL_yosys_area_sq_um=176
export IMPL_path_clk_slew_ns=0.05
export IMPL_synth_async_sr_flop_share_pct=0
export IMPL_vdd_drop_max_mv=0.215
export IMPL_end_kind="primary output"
export IMPL_ff_type="dfxtp_1"
export IMPL_fp_dieH_microns=80
export IMPL_overflow=0
export IMPL_worstPathMaxFanout=1
export IMPL_maxSlewViolCount=0
export IMPL_grt_pass1_wl_microns=496
export IMPL_critical_path_slowest_cell="clkdlybuf4s50_1"
export IMPL_gp_congestion=0.569
export IMPL_tool_warnings=25
export IMPL_cts_hold_buffers=0
export IMPL_yosys_stat_cells=13
export IMPL_hold_path_class="reg -> reg"
export IMPL_h_tree_depth=1
export IMPL_hold_viol=0
export IMPL_synth_cells=13
export IMPL_edf_count=1
export IMPL_grt_usage_pct=1.14
export IMPL_yosys_top_cells_count="dfxtp_1, nor3b_1"
export IMPL_rows=21
export IMPL_root_buffer="clkbuf_4"
export IMPL_postCtsSetupRepairBufs=0
export IMPL_wl_microns=266
export IMPL_vias_per_cell=1.50
export IMPL_tns_ns=0
==> metrics by stage <==
| stage | setup slack, ns | power (mW) | hold WS (ns) | utilization [%] | cell area, sq um |
|---|---|---|---|---|---|
| after CTS | 0.260 | 0.343 | 0.373 | 7.91 | 270 |
| after detailed placement | 0.536 | 0.188 | 0.361 | 7.14 | 244 |
| after global routing | 0.212 | 0.367 | 0.385 | 7.91 | 270 |
| after floorplan | 0.804 | 0.180 | 0.348 | - | 176 |
| after global placement | 0.535 | 0.184 | 0.357 | 7.14 | 244 |
| final | 0.280 | 0.336 | 0.370 | 7.91 | 270 |
==> cell families after synthesis <==
kind of cell	Yosys count	share of synthesized area, %
adder cells (fa/ha/maj)	1	7.09
other	1	2.13
AND/OR/NAND/NOR	4	14.9
buffers and inverters	1	2.13
flip-flops	6	73.8
==> per-layer routing <==
layer  up-vias  wire length (microns)  global-route usage, %
met5         -                      0                      0
met4         0                      7                  0.352
met1        39                    100                   1.07
met3         2                     79                   2.16
li1         50                      -                      -
met2         5                     79                  0.963
==> where the power goes <==
group | switching [mW] | internal [mW]
Combinational | 0.00450 | 0.00894
Clock | 0.0574 | 0.0946
Sequential | 0.00531 | 0.166
==> layout make-up <==
class	instances	area, sq um	share of cell area [%]
Timing Repair Buffer	1	10.0	3.70
Sequential cell	6	130	48.1
Inverter	1	3.75	1.39
Multi-Input combinational cell	6	42.5	15.7
Tap cell	46	57.6	21.3
Clock buffer	4	26.3	9.72
==> worst paths after layout <==
| path | start | end | slack, ns | depth (start not counted) |
|---|---|---|---|---|
| worst max-delay path | square_wave | square_wave | 0.28 | 1 |
| worst min-delay path | clk_reg | square_wave | 0.37 | 0 |
| worst max register to register | counter[0] | counter[1] | 0.76 | 2 |
| worst min register to register | clk_reg | square_wave | 0.37 | 0 |
==> cells in the final DEF, fill, tap and decap left out <==
cell / n
inv_1: 1
clkdlybuf4s50_1: 1
dfxtp_1: 5
clkbuf_1: 1
ha_1: 1
edfxtp_1: 1
or2_1: 1
clkbuf_4: 3
conb_1: 1
nor3_1: 1
nor3b_1: 2
Power is estimated from default activity; no workload was simulated.
